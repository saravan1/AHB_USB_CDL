==> ./design.v <==
module flex_counter
#(
	parameter NUM_CNT_BITS = 4
)
(
	input wire clk,
	input wire n_rst,
	input wire clear,
	input wire count_enable,
	input wire [(NUM_CNT_BITS-1):0] rollover_val,
	output reg [(NUM_CNT_BITS-1):0] count_out,
	output reg rollover_flag
);
	reg [(NUM_CNT_BITS-1):0] next_count;
	reg update_flag;
	always_ff @ (posedge clk, negedge n_rst)
	begin
		if(n_rst == 1'b0) begin
			count_out <= 0;
			rollover_flag <= 1'b0;
		end else begin
			count_out <= next_count;
			rollover_flag <= update_flag;
		end
	end
	always_comb begin
		next_count = count_out;
		update_flag = rollover_flag;
		if(clear) begin 
			next_count = 0;
		end else if (count_enable) begin
			if(next_count == rollover_val) begin
				next_count = 1;
			end else begin
				next_count = count_out + 1;
			end
		end
		if(next_count == rollover_val) begin
			update_flag = 1'b1;
		end else begin
			update_flag = 1'b0;
		end
	end
endmodule
==> ./run.sh <==
#!/bin/bash
# OpenROAD 26Q1-2900-gdf79404cd8, Yosys 0.63+post, stock flow scripts
make -C /OpenROAD-flow-scripts/flow DESIGN_CONFIG=/design/flow/config.mk WORK_HOME=/design/flow/orfs finish
==> ./config.mk <==
export PLATFORM = sky130hd
export DESIGN_NAME = flex_counter
export DESIGN_NICKNAME = flex_counter
export VERILOG_FILES = /design/flow/design.v
export SDC_FILE = /design/flow/constraint.sdc
export NUM_CORES = 4
export LEC_CHECK = 1
export CORE_AREA = 10 10 70 70
export DIE_AREA = 0 0 80 80
export SYNTH_HDL_FRONTEND = slang
==> ./constraint.sdc <==
current_design flex_counter

set clk_period 2.5
set clk_io_pct 0.2

create_clock -name clk0 -period $clk_period [get_ports {clk}]

set non_clock_inputs [all_inputs -no_clocks]
set_input_delay [expr $clk_period * $clk_io_pct] -clock clk0 $non_clock_inputs
set_output_delay [expr $clk_period * $clk_io_pct] -clock clk0 [all_outputs]
==> flow_summary.toml <==
# flow metrics
[worst_setup_path]
r2r_cells = 5
crit_fanout = 8
cp-start-kind = "input pin"
required_ps = 2650
r2r-start = "count_out[0]"
endpoint_kind = "register"
r2r_end = "rollover_flag"
crit_type = "in2reg"
r2r_slack_ps = 730
cp_data_arrival_time_ps = 2220

[yosys]
ys_warn_count = 0
yosys_area_um2 = 478
yosysUniqueCellTypes = 27
syn-cell-area_um2 = 478
synthCells = 57
avgSynthCellArea_um2 = 8.39
yosysSeqAreaShare_pct = 26.2
ys_cells = 57
numSynthFlops = 5

[finish]
finalInstanceArea_um2 = 661
lay_top_cells = "clkdlybuf4s50_1, xor2_1, a21oi_1, nor2_1, dfrtp_1"
syn_to_final_growth_pct = 38.2
postLayoutCoreUtil_pct = 19.3
final_cells = 115
final_common_cell = "clkdlybuf4s50_1"
drive_gt1_share_pct = 8.70

[sta]
setup_tns_ps = 0
timing.fmax_mhz = 484
period_needed_ps = 2070
worst_slew_margin_rel_pct = 71.6
holdWs_ps = 472
slew_viol_final = 0
finalClockSkew_ps = 4.62
rsz0062_at_grt = "false"
worstMarginPinSlew_ps = 423
finalSetupViolCount = 0
finalHoldViolCount = 0
fin_crit_sh_pct = 82.7

[global_routing]
track_usage_pct = 4.13
gr-total-overflow = 0
grt_first_pass_wirelength_mm = 2.19
antenna_found_initial = 0
grt_pass1_vias = 455
grt_max_degree = 17

[die]
die-area_mm2 = 0.00640
rows = 21
io_pins = 13
die_w_um = 80
floorplan.core_util_pct = 14.0
die_y_um = 80
core-area_mm2 = 0.00342

[routing]
firstDrtPassIters = 4
drc = 0
ant_nets = 0
antenna-diode-count = 0
vias_per_cell = 4.00
vias = 460
detail_route.wl_per_cell_um = 11.1
drt-initial-drc-count = 79
routed_wl_mm = 1.28

[cts]
clkTransAtPathRegs_ps = 40
ctsHoldBuffers = 0
cts_buffer_depth = 2
cts_root_buf = "clkbuf_4"
post_cts_buffers = 0
post_cts_resized = 0
htreeDepth = 1
cts_tree = "built"
clock_latency_ps = 240
cts-buffers-inserted = 3
clkSinkCount = 5

[pwr]
p_seq_share_pct = 36.0
p_leak_nw = 0.251
p_sw_share_pct = 28.9
ir_drop_mv = 0.0955
p_int_uw = 180
power_switching_uw = 73.3
powerDensity_mw_per_mm2 = 384
p_clk_share_pct = 37.2
p_comb_share_pct = 26.8

[flow_run]
tool_warnings = 25
maxCapViolCount = 0

[placement]
dp.cells = 111
hpwl_mm = 1.04
gp_congestion = 0.835
port_buffers = 12
dpl_cell_area_um2 = 634

[hold_path]
min_path_type = "in2async"

[outcome]
status = "completed"
-- through the flow --
stage          setup WS [ps]  power, mW
2_1_floorplan            891      0.133
3_3_place_gp             257      0.160
3_5_place_dp             182      0.161
4_1_cts                  436      0.258
5_1_grt                  276      0.271
6_report                 432      0.254
-- worst max path at each step --
stage                      startpoint       endpoint  slack, ps
after global routing  rollover_val[0]  rollover_flag        280
final                 rollover_val[0]  rollover_flag        430
after CTS             rollover_val[0]  rollover_flag        440
-- kinds of logic after synthesis --
family | after synthesis | share of synthesized area [%]
AND/OR/NAND/NOR | 19 | 24.9
AND-OR/OR-AND | 19 | 25.4
adder cells (fa/ha/maj) | 1 | 2.62
XOR/XNOR | 7 | 12.8
flip-flops | 5 | 26.2
multiplexers | 1 | 2.09
buffers and inverters | 5 | 6.02
-- cells in the mapped netlist --
master     instances  area [um2]
and3_1             1        6.26
xnor2_1            2        17.5
nor4_4             1        21.3
nor2b_1            3        18.8
a2111oi_1          1        10.0
buf_2              2        10.0
dfrtp_1            5         125
mux2i_1            1        10.0
a22oi_1            1        7.51
nor3_1             2        10.0
o21ai_0            4        20.0
nand4_1            1        6.26
nor4b_2            1        15.0
nor2_1             5        18.8
a31oi_1            2        12.5
nand2_1            4        15.0
a211oi_1           1        7.51
o2111ai_1          1        8.76
xor2_1             5        43.8
o21a_1             1        7.51
o21bai_1           1        7.51
nand3b_1           1        7.51
a21oi_1            5        25.0
a21o_1             2        15.0
ha_1               1        12.5
buf_6              1        11.3
clkbuf_1           2        7.51
-- critical path: stages --
cell and delay, ps:
clkdlybuf4s50_1 500, xor2_1 220, nor4_4 450, a2111oi_1 160, a31oi_1 160, nor4b_2 210
-- layer usage --
metal | share of wire [%] | vias up | track usage (%)
li1 | - | 235 | -
met1 | 48 | 212 | 5.82
met2 | 41 | 11 | 5.54
met3 | 8.7 | 2 | 1.93
met4 | 2.1 | 0 | 0.880
met5 | 0 | - | 0
-- cell type report --
type | instances | area, um2
timing repair buffer | 13 | 128
fill | 393 | 2760
multi-input combinational | 47 | 324
sequential | 5 | 125
clock buffer | 4 | 26.3
tap | 46 | 57.6
-- flip-flops by register name (all words and copies together) (netlist names) --
| name | cells |
|---|---|
| count_out | 4 |
| rollover_flag | 1 |
-- power groups by stage --
stage | combinational (mW) | clock [mW] | sequential [mW]
CTS | 0.0689 | 0.0974 | 0.0915
global route | 0.0756 | 0.103 | 0.0921
finish | 0.0679 | 0.0943 | 0.0914
Power is estimated from default activity; no workload was simulated.
