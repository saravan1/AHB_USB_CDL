<file path="./config.mk">
export PLATFORM = sky130hd
export DESIGN_NAME = pid_rx
export DESIGN_NICKNAME = pid_rx
export VERILOG_FILES = /design/flow/design.v
export SDC_FILE = /design/flow/constraint.sdc
export NUM_CORES = 4
export LEC_CHECK = 1
export CORE_AREA = 10 10 70 70
export DIE_AREA = 0 0 80 80
export SYNTH_HDL_FRONTEND = slang
</file>
<file path="./constraint.sdc">
current_design pid_rx

set clk_period 1.3
set clk_io_pct 0.2

create_clock -name clk0 -period $clk_period [get_ports {clk}]

set non_clock_inputs [all_inputs -no_clocks]
set_input_delay [expr $clk_period * $clk_io_pct] -clock clk0 $non_clock_inputs
set_output_delay [expr $clk_period * $clk_io_pct] -clock clk0 [all_outputs]
</file>
<file path="./design.v">
module pid_rx (
  input logic clk,
  input logic n_rst,
  input logic [7:0] rcv_data,
  input logic PID_clear,
  input logic PID_mode,
  output logic PID_err,
  output logic [3:0] rx_packet,
  output logic [3:0] PID_byte
);
  logic [7:0] hold;
  logic [7:0] next_hold;
  assign rx_packet = {hold[4],hold[5],hold[6],hold[7]};
  localparam out = 4'b0001;
  localparam in = 4'b1001;
  localparam data0 = 4'b0011;
  localparam data1 = 4'b1011;
  localparam ack = 4'b0010;
  always_ff @(posedge clk, negedge n_rst) 
  begin
    if (n_rst == 0) 
    begin
      hold <= '1;
    end else 
    begin
      hold <= next_hold;
    end
  end
  always_comb 
  begin
    next_hold = hold;
    if (PID_clear) 
    begin
      next_hold = '1;
    end
    if(PID_mode) 
    begin
      next_hold = rcv_data;
    end
  end
  assign PID_byte = rx_packet;
  assign PID_err = !((rx_packet == data0) || 
                     (rx_packet == data1) || 
                     (rx_packet == ack) || 
                     (rx_packet == in) || 
                     (rx_packet == out));
endmodule
</file>
<file path="./run.sh">
#!/bin/bash
# OpenROAD 26Q1-2900-gdf79404cd8, Yosys 0.63+post, stock flow scripts
make -C /OpenROAD-flow-scripts/flow DESIGN_CONFIG=/design/flow/config.mk WORK_HOME=/design/flow/orfs finish
</file>
==> flow_summary_export.csv <==
group,metric,value,unit
floorplanning,die_y,80,um
route,wirelength,765,um
final_timing,min_period,1.33,ns
route,antenna_left,0,
clocking,clock_latency,0.23,ns
critical_path,crit_path_top_delay_cell,"dfstp_2",
route,num_vias,216,
synth,yosysTopAreaCell,"dfstp_2",
floorplanning,coreArea,3420,sq um
global_routing,grt_pass1_wl,1170,um
pwr,p_leak,0.197,nW
synth,netlist_instances,22,
synth,ys_area,199,sq um
route,wl_per_cell,8.50,um
floorplanning,die_width,80,um
global_routing,track_usage,2.27,%
pwr,ir_drop,0.141,mV
pwr,power_frac_seq,36.5,%
final_timing,slew_viol_final,0,
global_routing,antenna_found_initial,0,
pwr,switching_share,21.2,%
final_layout,top_regs,"hold: 4 flops",
critical_path,path_max_fanout,2,
clocking,cts_buffers,3,
final_timing,hold_viol_final,0,
global_routing,grt_pass1_vias,233,
critical_path,cp.required,1.04,ns
floorplanning,rows,21,
critical_path,arrival,1.07,ns
critical_path,criticalPathCategory,"register to output port",
clocking,clock_sinks,4,
final_layout,area_growth_syn_to_layout,132,%
pwr,p_int,0.000330,W
status,violations,"negative setup slack",
critical_path,r2r_setup_slack,0.33,ns
final_timing,skew,0,ns
pwr,pwr-share-clk,36.4,%
synth,yosys_cells,22,
route,antenna_cells,0,
final_timing,rsz0062_at_grt,"true",
critical_path,end_kind,"output port",
synth,synth-seq-cells,4,
clocking,cts_root_buffer,"clkbuf_4",
status,status,"finished with violations",
route,drt_iter0_markers,3,
floorplanning,die_area,6400,sq um
final_layout,drive_above_1_share,50.0,%
global_routing,grt.met2_usage,4.41,%
clocking,cts_tree,"yes",
final_timing,period_used_share,102,%
pwr,power.switching,0.0000889,W
flow_run,warning_count,31,
critical_path,path_cells,"nor2b_4 > o21bai_1 > clkbuf_2",
critical_path,r2r_cells,4,
global_routing,busiest_layer,"met2",
placement,portBuffers,16,
floorplanning,fp-utilization,5.82,%
final_timing,setup_slack,-0.0323,ns
final_timing,worst_pin_slew,0.219,ns
synth,ys_seq_share,52.8,%
critical_path,max_stage_delay,0.55,ns
critical_path,r2r-end,"hold[6]",
final_layout,post-route-util,13.5,%
final_layout,largest_register_ffs,4,
pwr,combPwrFrac,27.1,%
worst_hold_path,hold_class,"input pin to asynchronous set/reset pin",
flow_run,maxCapViolCount,0,
synth,area_leaders,"dfstp_2, buf_4, o21ai_0",
synth,avgSynthCellArea,9.04,sq um
clocking,htreeDepth,1,
critical_path,rr_startpoint,"hold[6]",
synth,yosysTopAreaCellShare,52.8,%
clocking,cts_buffer_depth,2,
synth,synth_area,199,sq um
global_routing,grt_overflow,0,
route,avgViaCountPerCell,2.40,
clocking,path_clk_slew,0.04,ns
final_timing,tns,-0.0323,ns
critical_path,crit_path_start,"hold[4]",
global_routing,grt_max_degree,9,
global_routing,met1_usage,2.07,%
final_timing,max_freq,751,MHz
pwr,p_per_area,907,nW/um^2
global_routing,gr-usage-met3,0.455,%
placement,gp_congestion,0.700,
final_layout,regMostFlops,"hold",
final_timing,slew_headroom,85.4,%
floorplanning,num_io_pins,21,
route,dr.pass1.iters,2,
synth,synth.distinct_cells,7,
critical_path,start_kind,"register",
synth,ys_warn_count,0,
final_timing,final-setup-viol-count,1,
route,drc,0,
==> logic make-up after synthesis <==
| group | synth area share, % |
|---|---|
| compound gates | 13.8 |
| buf+inv | 15.1 |
| flops | 52.8 |
| simple gates | 18.2 |
==> layer usage <==
layer | share of wire (%) | up-vias
met2 | 59 | 7
met4 | 3.5 | 0
li1 | - | 111
met1 | 33 | 96
met5 | 0 | -
met3 | 4.2 | 2
==> synth_stat cells (all sizes together) <==
cell type / instances
nor2b: 1
o21bai: 1
nor2: 4
nand2: 4
dfstp: 4
buf: 4
o21ai: 4
==> critical path: cells and delay by family (launching register included) <==
| family | cells | cell delay (ns) |
|---|---|---|
| AOI/OAI and AO/OA | 1 | 0.13 |
| buffers and inverters | 1 | 0.12 |
| DFF | 1 | 0.55 |
| and+or+nand+nor | 1 | 0.04 |
==> cells in the final DEF, fill, tap and decap left out <==
| cell type | netlist | layout |
|---|---|---|
| dlygate4sd2_1 | 0 | 2 |
| nand2_1 | 4 | 4 |
| dfstp_2 | 4 | 4 |
| nor2_1 | 4 | 4 |
| clkdlybuf4s50_1 | 0 | 7 |
| clkbuf_4 | 0 | 3 |
| buf_4 | 4 | 4 |
| clkbuf_2 | 0 | 2 |
| nor2b_4 | 0 | 1 |
| buf_6 | 0 | 6 |
| buf_2 | 0 | 2 |
| o21ai_0 | 4 | 4 |
| o21bai_1 | 1 | 1 |
==> repair_timing <==
action	in CTS	in global routing
buffers inserted	6	1
pin swaps	0	0
hold buffers	0	0
setup endpoints to repair	9	6
cloned	0	0
gates resized	30	5
==> per-stage QoR <==
stage          hold slack, ns  std cells  instance area (sq um)  setup WS [ns]  power (W)
5_1_grt                 0.449         90                    462        -0.0691   0.000446
4_1_cts                 0.423         92                    488         -0.183   0.000443
3_5_place_dp            0.543         83                    409         -0.138   0.000257
2_1_floorplan           0.112         22                    199          0.372   0.000177
6_report                0.431         90                    462        -0.0323   0.000419
3_3_place_gp            0.525         83                    409         -0.129   0.000256
==> final cells by class <==
class,instances,area (sq um)
Clock buffer,3,22.5
Fill cell,395,2950
Tap cell,46,57.6
Multi-Input combinational cell,14,71.3
Sequential cell,4,105
Timing Repair Buffer,23,205
==> worst max path at each step <==
stage / cells after the start / to
5_1_grt: 3 / PID_err
6_report: 3 / PID_err
4_1_cts: 3 / PID_err
==> power groups by stage <==
stage | registers, W | clock network (W) | logic (W)
global route | 0.000154 | 0.000165 | 0.000127
CTS | 0.000151 | 0.000162 | 0.000129
finish | 0.000153 | 0.000153 | 0.000113
Power figures rest on the tool's default switching activity, not on a simulated workload.
